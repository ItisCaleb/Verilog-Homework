File: flow/config.mk
export PLATFORM = sky130hd
export DESIGN_NAME = mcu
export DESIGN_NICKNAME = mcu
export VERILOG_FILES = /design/flow/design.v
export SDC_FILE = /design/flow/constraint.sdc
export NUM_CORES = 4
export LEC_CHECK = 1
export CORE_UTILIZATION = 30
File: flow/constraint.sdc
current_design mcu

set clk_period 3.3
set clk_io_pct 0.2

create_clock -name clk0 -period $clk_period [get_ports {CLK}]

set non_clock_inputs [all_inputs -no_clocks]
set_input_delay [expr $clk_period * $clk_io_pct] -clock clk0 $non_clock_inputs
set_output_delay [expr $clk_period * $clk_io_pct] -clock clk0 [all_outputs]
File: flow/design.v
module birthdate(
    input clk, reset,
    output [3:0] date
);
    logic a, b, c, d, da, db, dc, dd;
    dff_pos dff_posA(
        .d(da),
        .clk(clk),
        .reset(reset),
        .q(a)
    );
    dff_pos dff_posB(
        .d(db),
        .clk(clk),
        .reset(reset),
        .q(b)
    );
    dff_pos dff_posC(
        .d(dc),
        .clk(clk),
        .reset(reset),
        .q(c)
    );
    dff_pos dff_posD(
        .d(dd),
        .clk(clk),
        .reset(reset),
        .q(d)
    );
    assign da = b&c | a&~b | ~c&~d;
    assign db = a&c | a&~b;
    assign dc = ~b&d | c&d;
    assign dd = a&~d | a&~c | ~c&~d;
    assign date = {a, b, c, d};
endmodule
module dff_pos(
    input d,
    input clk,
    input reset,
    output logic q
);
    always_ff @(posedge clk)
    begin
        if(reset) q <= 1'b0;
        else      q <= d;
    end
endmodule
module freg_div_23(
	input clk, 
	input reset, 
	output logic clk_out
);
	logic [31:0] q;
	always @(posedge clk or posedge reset)
	begin
		if (reset)
			q <= 0;
		else
			q <= q + 1;
	end
	assign clk_out = q[23];
endmodule
module seven_segment(
    input logic [3:0] in,
    output logic [6:0] out
);
logic c0, c1, c2, c3;
logic a0, a1, a2, a3;
assign c0 = ~in[0];
assign c1 = ~in[1];
assign c2 = ~in[2];
assign c3 = ~in[3];
assign a0 = in[0];
assign a1 = in[1];
assign a2 = in[2];
assign a3 = in[3];
assign out[0] = c3&c2&c1&a0 | c3&a2&c1&c0 | a3&c2&a1&a0 | a3&a2&c1&a0;
assign out[1] = a2&a1&c0    | a3&a1&a0    | a3&a2&c0    | c3&a2&c1&a0;
assign out[2] = a3&a2&c0    | a3&a2&a1    | c3&c2&a1&c0;
assign out[3] = a2&a1&a0    | c3&c2&c1&a0 | c3&a2&c1&c0 | a3&c2&a1&c0;
assign out[4] = c3&a0       | c2&c1&a0    | c3&a2&c1;
assign out[5] = c3&c2&a0    | c3&c2&a1    | c3&a1&a0    | a3&a2&c1&a0;
assign out[6] = c3&c2&c1    | c3&a2&a1&a0 | a3&a2&c1&c0;
endmodule
module mcu(
	input CLK,
	output [6:0] HEX0,
	output [6:0] HEX1,
	output [6:0] HEX2,
	output [6:0] HEX3,
	output [9:0] LED,
	input [9:0] SW,
	input [2:0] BTN
);
    logic clk_out;
    logic [3:0] id, date;
	freg_div_23 fre_23(
		.clk(CLK),
		.reset(~BTN[0]),
		.clk_out(clk_out)
	);
    student_id sid(
        .clk(clk_out),
        .reset(~BTN[0]),
        .id(id)
    );
	birthdate bd(
        .clk(clk_out),
        .reset(~BTN[0]),
        .date(date)
    );
	seven_segment s0(
    	.in(id),
    	.out(HEX0)
	);
	seven_segment s1(
    	.in(date),
    	.out(HEX1)
	);
endmodule
module student_id(
    input clk, reset,
    output [3:0] id
);
    logic a, b, c, d, da, db, dc, dd;
    dff_pos dff_posA(
        .d(da),
        .clk(clk),
        .reset(reset),
        .q(a)
    );
    dff_pos dff_posB(
        .d(db),
        .clk(clk),
        .reset(reset),
        .q(b)
    );
    dff_pos dff_posC(
        .d(dc),
        .clk(clk),
        .reset(reset),
        .q(c)
    );
    dff_pos dff_posD(
        .d(dd),
        .clk(clk),
        .reset(reset),
        .q(d)
    );
    assign da = ~a&~d | ~b&~d;
    assign db = ~a&~b | ~c&d | a&~c;
    assign dc = c&~d  | ~a&b&~c;
    assign dd = ~c&d  | ~b&c;
    assign id = {a, b, c, d};
endmodule
File: flow/run.sh
#!/bin/bash
# OpenROAD 26Q1-2900-gdf79404cd8, Yosys 0.63+post, stock flow scripts
make -C /OpenROAD-flow-scripts/flow DESIGN_CONFIG=/design/flow/config.mk WORK_HOME=/design/flow/orfs finish
==> GITHUB_STEP_SUMMARY <==
### Yosys + OpenROAD results

| Metric | Value |
|---|---|
| Number of max-cap violations | `0` |
| Outcome | `finished, final reports clean` |
| Unrepaired setup endpoints after global routing | `no` |
| TritonCTS clock tree | `built` |
| Worst Setup End Kind | `register` |
| Worst relative slew slack | `approximately three fifths` |
| Register pins left without a clock | `8` |
| Commonest register cell after synthesis | `dfrtp_1` |
| Post-synthesis cell count from yosys | `203` |
| Proportion of layout cells with a drive suffix above 1 | `~4.7%` |
| Sort of element at the start of the critical path | `register` |
| Vias in the first global route | `slightly above 1000` |
| Endpoint required time on the critical path | `roughly 3.4 ns` |
| Grt total ovfl | `0` |
| Post-CTS sizing | `0` |
| Instance count of the mapped netlist | `about 200` |
| Minimum period implied by the final worst setup slack | `roughly 1.7 ns` |
| Layout Area Growth over Synthesis | `9.345%` |
| Most used standard cell by instance count after synthesis | `buf_4` |
| Number of distinct library cells after synthesis | `roughly 40` |
| Register area share after synthesis | `between 40% and 50%` |
| DR iter-0 viols | `22` |
| Total global-route track usage | `around 8.7%` |
| Synth area leaders | `dfrtp_1 (33%), buf_4 (10%), dfxtp_1 (8.7%)` |
| Count of endpoints without a timing constraint | `22` |
| Final number of max-transition violations | `0` |
| Power density normalized to cell area | `around 250 nW/um^2` |
| Maximum number of pins on one net before global-route repair | `33` |
| Count of library flops with an enable pin | `0` |
| Top achievable clock speed | `0.5936 GHz` |
| Peak supply drop | `~0.00033 V` |
| Top cell area share | `32.74%` |
| Port Buffers | `15` |
| Largest area contributor in the netlist | `dfrtp_1` |
| Drt first pass iters | `4` |
| Yosys warning count | `26` |
| Worst Hold Class | `reg -> reg` |
| CTS Buf Count | `3` |
| Inserted Diodes | `0` |
| Horizontal die size | `~80 um` |
| Critical Setup Path Class | `reg -> reg` |
| Die Span Y | `between 80 and 90 um` |
| Area reported by Yosys stat | `approximately 1800 um^2` |
| Vias | `around 1300` |
| Post-Syn Area per Cell | `9.036 um^2` |
| Cell at the root of the clock tree | `clkbuf_8` |
| WL/cell | `approximately 9.3 um` |
| CTS Hold Bufs | `0` |
| Starting utilization of the core area | `30.98%` |
| Setup Skew | `about 0.0062 ns` |
| Clock Path Buffers | `2` |
| Mapped Area | `approximately 1800 um^2` |
| Total half-perimeter wirelength after legalization and detailed placement | `around 1800 um` |
| H-tree depth reported by CTS | `1` |
| Clock latency on the worst-skew pair | `between 0.2 and 0.3 ns` |
| Synth cell count leaders | `buf_4 (25), dfrtp_1 (24), nor2_1 (18), nand2_1 (17), xnor2_1 (16)` |
| Detail-routed via count per cell | `4.369` |
| Reported leakage power | `roughly 0.93 nW` |
| Clock edge transition at the registers on the reported setup and hold paths | `~0.080 ns` |
| Total wirelength of the detailed-routed design | `2664 um` |
| Core area | `just under 6000 um^2` |
| I/O pin total | `between 50 and 60` |
| Final setup violation count | `0` |
| Die Area | `approximately 6400 um^2` |
| Antenna-violating nets left | `0` |
| Setup TNS | `0 ns` |
| Count of buffers added by post-CTS timing repair for setup | `0` |
| Number of hold violations in the final report | `0` |
| Last weighted congestion value of the routability-driven placer | `approximately 0.75` |
| Async set-or-reset flop fraction in the synthesized netlist | `approximately 75%` |
| DRC violations left | `0` |
| Number of filler instances in the final layout | `around 610` |
| Arrival time worst endpoint | `roughly 1.8 ns` |
| Worst slack, placed | `~1.6 ns` |
| OpenROAD warning count | `37` |
| Antenna violations before repair | `0` |
| Peak fanout along the critical path | `7` |
| Setup ws final | `1.615 ns` |
| Pin slew with the least headroom to its limit | `~0.57 ns` |
| #FFs+latches synth | `32` |
| Global-route wire length before repair | `approximately 4500 um` |
| Final clock period utilization by the worst path | `slightly above 50%` |
| Number of rows created at floorplan | `28` |
[cell usage in the layout (no fill, tap or decap), drive strengths merged]
cell type and n:
conb 24, dfrtp 24, nor2 18, nand2 17, xnor2 16, clkdlybuf4s50 15, nand3 11, nand2b 8
dfxtp 8, and3 8, nand4 7, xor2 6, a21oi 6, nor2b 4, o21ai 4, o22ai 4
clkbuf 4, inv 3, nor3 3, and4 2, a21o 2, a22o 2, o21a 2, and2 1
mux2i 1, o2bb2ai 1, or3 1, a211oi 1, a31oi 1, o32ai 1, o211ai 1, o31ai 1
mux2 1, a21boi 1, o211a 1, ha 1, buf 1
[final cells by class]
type	instances	area, um^2	area share (%)
tap	75	93.84	4.679
clock buffer	4	55.05	2.745
inverter	3	11.26	0.5614
timing repair buffer	16	157.7	7.860
multi-input combinational	157	927.1	46.23
sequential	32	760.7	37.93
[flip-flops by register name, indices dropped and copies added, names as in the netlist, named ones only]
name / count
sid.dff_posC.q: 1
sid.dff_posA.q: 1
bd.dff_posD.q: 1
bd.dff_posB.q: 1
bd.dff_posA.q: 1
fre_23.q: 24
sid.dff_posB.q: 1
bd.dff_posC.q: 1
[critical path, cell delays in order (launching register included)]
cell	delay, ns
dfrtp_1	0.39
ha_1	0.21
nand4_1	0.15
nor2_1	0.48
nand4_1	0.18
xnor2_1	0.16
[cell families (layout without fill, tap and decap cells)]
logic type / Yosys count / after routing / synth area share [%]
DFF: 32 / 32 / 41.47
adders and majority gates: 1 / 1 / 0.6820
other: 1 / 24 / 0.2044
xor gates and xnor gates: 22 / 22 / 10.50
buffers and inverters: 37 / 23 / 12.69
and+or+nand+nor: 80 / 80 / 23.12
AOI/OAI and AO/OA: 28 / 28 / 10.16
muxes: 2 / 2 / 1.160
[through the flow]
stage / util [%] / instances / total power [mW] / cell area [um^2] / hold WS (ns)
floorplan: - / 226 / 0.3221 / 1921 / 0.3644
global placement: 32.95 / 283 / 0.3119 / 1951 / 0.4542
detailed placement: 32.95 / 283 / 0.3116 / 1951 / 0.4553
CTS: 33.88 / 287 / 0.5100 / 2006 / 0.4719
global route: 33.88 / 287 / 0.5220 / 2006 / 0.4838
finish: 33.88 / 287 / 0.4979 / 2006 / 0.4705
[power by group]
part	switching, mW	internal [mW]
sequential	0	0.294
combinational	0.00747	0.00326
clock	0.0868	0.106
[per-layer routing]
metal  routed length [um]  vias up  track usage (%)
met5                    0        -                0
met4                    0        0           0.3571
met3                   89        0            1.615
met2                 1164       24            13.16
met1                 1410      567            13.89
li1                     -      663                -
[worst paths after layout]
path / start / to / slack [ns] / cells after the start
max: fre_23.q[0] / fre_23.q[12] / 1.62 / 5
min: fre_23.q[14] / fre_23.q[14] / 0.47 / 1
max reg2reg: fre_23.q[0] / fre_23.q[12] / 1.62 / 5
min reg2reg: fre_23.q[14] / fre_23.q[14] / 0.47 / 1
max in group asynchronous: BTN[0] / fre_23.q[16] / 2.26 / 2
min in group asynchronous: BTN[0] / fre_23.q[14] / 0.77 / 2
Power figures rest on the tool's default switching activity, not on a simulated workload.
