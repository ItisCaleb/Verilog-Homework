[./run.sh]
#!/bin/bash
# OpenROAD 26Q1-2900-gdf79404cd8, Yosys 0.63+post, stock flow scripts
make -C /OpenROAD-flow-scripts/flow DESIGN_CONFIG=/design/flow/config.mk WORK_HOME=/design/flow/orfs finish
[./config.mk]
export PLATFORM = sky130hd
export DESIGN_NAME = timer_h
export DESIGN_NICKNAME = timer_h
export VERILOG_FILES = /design/flow/design.v
export SDC_FILE = /design/flow/constraint.sdc
export NUM_CORES = 4
export LEC_CHECK = 1
export CORE_AREA = 10 10 70 70
export DIE_AREA = 0 0 80 80
[./constraint.sdc]
current_design timer_h

set clk_period 1.8
set clk_io_pct 0.2

create_clock -name clk0 -period $clk_period [get_ports {clk}]

set non_clock_inputs [all_inputs -no_clocks]
set_input_delay [expr $clk_period * $clk_io_pct] -clock clk0 $non_clock_inputs
set_output_delay [expr $clk_period * $clk_io_pct] -clock clk0 [all_outputs]
[./design.v]
module dff_pos(
    input d,
    input clk,
    input reset,
    output logic q
);
    always_ff @(posedge clk)
    begin
        if(reset) q <= 1'b0;
        else      q <= d;
    end
endmodule
module ten_digit(
    input clk,
    input reset,
    input c_in,
    output [2:0] q,
    output carry
);
    logic a, b, c, da, db, dc;
    dff_pos dff_posA(
        .d(da),
        .clk(clk),
        .reset(reset),
        .q(a)
    );
    dff_pos dff_posB(
        .d(db),
        .clk(clk),
        .reset(reset),
        .q(b)
    );
    dff_pos dff_posC(
        .d(dc),
        .clk(clk),
        .reset(reset),
        .q(c)
    );
    assign da = ~c_in & a | c_in & (a&~c | b&c);
    assign db = ~c_in & b | c_in & (b&~c | ~a&~b&c);
    assign dc = ~c_in & c | c_in & (~c);
    assign carry  = c_in & a&~b&c;
    assign q [2:0] = {a, b, c};
endmodule
module timer_h(
    input clk, reset,
    output [2:0] min_tens, hour_tens,
    output [3:0] min_units, hour_units
);
    logic min_units_c, hour_units_c, min_tens_c, hour_tens_c;
    logic _reset;
    unit_digit min_unit(
        .clk(clk),
        .reset(_reset),
        .c_in(1'b1),
        .q(min_units),
        .carry(min_units_c)
    );
    ten_digit min_ten(
        .clk(clk),
        .reset(_reset),
        .c_in(min_units_c),
        .q(min_tens),
        .carry(min_tens_c)
    );
    unit_digit hour_unit(
        .clk(clk),
        .reset(_reset),
        .c_in(min_tens_c),
        .q(hour_units),
        .carry(hour_units_c)
    );
    ten_digit hour_ten(
        .clk(clk),
        .reset(_reset),
        .c_in(hour_units_c),
        .q(hour_tens),
        .carry(hour_tens_c)
    );
    assign _reset =  hour_tens[1] && hour_units[2] | reset;
endmodule
module unit_digit(
    input clk,
    input reset,
    input c_in,
    output [3:0] q,
    output carry
);
    logic a, b, c, d, da, db, dc ,dd;
    dff_pos dff_posA(
        .d(da),
        .clk(clk),
        .reset(reset),
        .q(a)
    );
    dff_pos dff_posB(
        .d(db),
        .clk(clk),
        .reset(reset),
        .q(b)
    );
    dff_pos dff_posC(
        .d(dc),
        .clk(clk),
        .reset(reset),
        .q(c)
    );
    dff_pos dff_posD(
        .d(dd),
        .clk(clk),
        .reset(reset),
        .q(d)
    );
    assign da = ~c_in & a | c_in & (a&~d | b&c&d);
    assign db = ~c_in & b | c_in & (b&~c | b&~d | ~b&c&d);
    assign dc = ~c_in & c | c_in & (c&~d | ~a&~c&d);
    assign dd = ~c_in & d | c_in & ~d;
    assign carry  = c_in & a&~b&~c&d;
    assign q [3:0] = {a, b, c, d};
endmodule
==> results.cfg <==
; yosys + openroad results
[outcome]
run_status = finished clean

[setup_path]
critical-path-top-delay-family = buffers and inverters
critical_path_required_ns = 1.44
critPathKind = flip-flop to output port
critPathCaptureType = output port
r2r.worst_path.cells = 5
critical_path.max_fanout = 6
timing.critical_path.arrival_ns = 1.21
crit_path_top_delay_cell = clkdlybuf4s50_1
crit_path_start_kind = flip-flop
reg2reg_from = min_unit.dff_posD.q
cp.buffers_inverters = 1
timing.critical_path.cells = clkdlybuf4s50_1
slowest_delay_ns = 0.52
reg2reg_setup_slack_ns = 0.31

[worst_hold_path]
min_path_cells = 2
hp-class = flip-flop to flip-flop

[floorplanning]
core_area_um2 = 3420
chipHeight_um = 80
die.size.x_um = 80
floorplan.core_util = 0.202
placementRows = 21
floorplan.die_area_um2 = 6400
boundaryPins = 16

[yosys]
number_of_synthesized_flops_with_an_enable_pin = 0
number_of_storage_elements_in_the_synthesis_netlist = 14
syn-instance-count = 73
xor_share = 0.0127
yosysTopAreaCell = dfxtp_1
yosys_warnings = 1
synthDominantCellAreaShare = 0.407
flop_cell = dfxtp_1
ys_sh_mux = 0.0799
synthAdderAreaFrac = 0.0544
synth.area.top_cells = dfxtp_1 (41%), buf_4 (15%), nor2_1 (6.5%)
ffs_w_async_s_r_synth = 0
synth_cell_types = 19
synth.cellmix.compoundShare = 0.0399
ys_chip_area_um2 = 689
syn-mean-instance-area_um2 = 9.44
ys_cells = 73
yosys.stat.seqShare = 0.407
syn-cell-area_um2 = 689
synth.comb.largest_family = simple AND/OR/NAND/NOR gates
synth_simple_gate_area_share = 0.236

[layout]
final_area_um2 = 817
layout_area_overhead_pct = 18.5
final_layout_top_logic_cell = clkdlybuf4s50_1
area.sequential_um2 = 280
final_cell_count_no_fill = 123
mostFrequentLayoutCells = clkdlybuf4s50_1 (15), dfxtp_1 (14), nor2_1 (12)
fillers = 363
logic_area_um2 = 292
drive_above_1_share = 0.104

[flow_run]
timing.max_cap.violations = 0
tool_warnings = 25

[placed_design]
port_buffers = 15
post-place-ws_ns = 0.318
gp_congestion = 0.705
half_perimeter_wire_length_of_the_detailed_placement_result_um = 933
placement.cell_area_um2 = 795
numPlacedInstances = 120

[sta]
max_slew.worst_pin.slew_ns = 0.200
clock.fmax_mhz = 638
clock-skew-final_ns = 0.000712
hold_violations = 0
rsz0062_at_grt = no
timing.final.setup_violations = 0
period_minus_slack_ns = 1.57
post-route-period-util = 0.870
setup_tns_ns = 0
final-max-slew-violation-count = 0
relSlewSlack = 0.867
setup_slack_ns = 0.233

[power]
finalPower_w = 0.000474
peakVddDrop_v = 0.000207
pwr_density_cell_nw_per_um2 = 580
leakage_nw = 0.347

[cts]
htree_levels = 1
cts_tree = yes
post_cts_resize_count = 0
cts.root.buffer_cell = clkbuf_4
cts_post_setup_buffers_inserted = 0
clockBufferDepth = 2
cts-buffers-inserted = 3
cts.hold.buffers_added = 0
clock_latency_ns = 0.26
clock_sink_count = 14
path_clk_slew_ns = 0.07

[grt]
grt_max_degree = 14
globalRoute.totalOverflow = 0
globalRouteMet2Util = 0.0554
grt_pass1_vias = 411
number_of_antenna_violations_at_the_first_check_in_global_routing = 0
busiest_layer = met2
groute.layer.met3.usage = 0.0295
grtUsageTotal = 0.0379
grt_first_pass_wirelength_um = 1930
global_route.usage.met1 = 0.0443

[routing]
drt_pre_antenna_iters = 3
wl_per_cell_um = 9.71
dr.first_iter.drc_count = 30
antenna_cells = 0
ant_nets = 0
wirelength_um = 1190
post_route_drc = 0
detail_route.vias_per_cell = 3.52
via_count = 433
## synthesized netlist by cell type (all sizes together), types with 2 or more instances
| library cell | count |
|---|---|
| a21oi | 4 |
| and4b | 2 |
| buf | 15 |
| dfxtp | 14 |
| ha | 3 |
| inv | 2 |
| mux2i | 4 |
| nand2 | 3 |
| nand3 | 3 |
| nor2 | 12 |
| nor2b | 4 |
| nor3b | 2 |
## worst register-to-register path, cell delays in order (launching register included)
cell and delay [ns]:
dfxtp_1 0.42, and4bb_4 0.29, and4_2 0.23, ha_1 0.20, mux2i_1 0.20, nor2_1 0.05
## cell type report
cell class              instances  area share
repair buffers                 16       0.193
inverters                       2     0.00919
multi-input cells              42       0.357
flip-flops and latches         14       0.343
clock buffers                   3      0.0276
well taps                      46      0.0704
## through the flow
step,util,hold WS [ns]
CTS,0.239,0.497
finish,0.239,0.497
global placement,0.233,0.477
detailed placement,0.233,0.484
global route,0.239,0.546
floorplan,-,0.454
## routing by layer
| metal | part of all wire | vias to the layer above |
|---|---|---|
| met5 | 0 | - |
| met1 | 0.45 | 182 |
| met4 | 0.010 | 0 |
| met3 | 0.14 | 2 |
| li1 | - | 238 |
| met2 | 0.40 | 11 |
## cells by family after synthesis
logic type | count (synthesis)
adder cells (fa/ha/maj) | 3
AND-OR/OR-AND | 5
flip-flops | 14
XOR/XNOR | 1
multiplexers | 5
buffers and inverters | 17
AND/OR/NAND/NOR | 28
## worst max-delay path by stage
stage                          startpoint       endpoint  slack, ns  cells past startpoint
final                           flip-flop  hour_units[1]       0.23                      1
after global routing  min_unit.dff_posD.q   min_units[0]       0.15                      1
after CTS                       flip-flop  hour_units[1]       0.21                      1
## power breakdown
| group | internal, W | switching, W | total, W |
|---|---|---|---|
| Combinational | 0.00000187 | 0.000000282 | 0.00000215 |
| Sequential | 0.000309 | 0 | 0.000309 |
| Clock | 0.0000773 | 0.0000851 | 0.000162 |
| Total | 0.000388 | 0.0000853 | 0.000474 |
Power figures rest on the tool's default switching activity, not on a simulated workload.
