==> design/flow/design.v <==
module dff_pos(
    input d,
    input clk,
    input reset,
    output logic q
);
    always_ff @(posedge clk)
    begin
        if(reset) q <= 1'b0;
        else      q <= d;
    end
endmodule
module ten_digit(
    input clk,
    input reset,
    input c_in,
    output [2:0] q,
    output carry
);
    logic a, b, c, da, db, dc;
    dff_pos dff_posA(
        .d(da),
        .clk(clk),
        .reset(reset),
        .q(a)
    );
    dff_pos dff_posB(
        .d(db),
        .clk(clk),
        .reset(reset),
        .q(b)
    );
    dff_pos dff_posC(
        .d(dc),
        .clk(clk),
        .reset(reset),
        .q(c)
    );
    assign da = ~c_in & a | c_in & (a&~c | b&c);
    assign db = ~c_in & b | c_in & (b&~c | ~a&~b&c);
    assign dc = ~c_in & c | c_in & (~c);
    assign carry  = c_in & a&~b&c;
    assign q [2:0] = {a, b, c};
endmodule
module timer(
    input clk, reset,
    output [2:0] sec_tens, min_tens,
    output [3:0] sec_units, min_units
);
    logic sec_units_c, min_units_c, sec_tens_c, min_tens_c;
    unit_digit sec_unit(
        .clk(clk),
        .reset(reset),
        .c_in(1'b1),
        .q(sec_units),
        .carry(sec_units_c)
    );
    ten_digit sec_ten(
        .clk(clk),
        .reset(reset),
        .c_in(sec_units_c),
        .q(sec_tens),
        .carry(sec_tens_c)
    );
    unit_digit min_unit(
        .clk(clk),
        .reset(reset),
        .c_in(sec_tens_c),
        .q(min_units),
        .carry(min_units_c)
    );
    ten_digit min_ten(
        .clk(clk),
        .reset(reset),
        .c_in(min_units_c),
        .q(min_tens),
        .carry(min_tens_c)
    );
endmodule
module unit_digit(
    input clk,
    input reset,
    input c_in,
    output [3:0] q,
    output carry
);
    logic a, b, c, d, da, db, dc ,dd;
    dff_pos dff_posA(
        .d(da),
        .clk(clk),
        .reset(reset),
        .q(a)
    );
    dff_pos dff_posB(
        .d(db),
        .clk(clk),
        .reset(reset),
        .q(b)
    );
    dff_pos dff_posC(
        .d(dc),
        .clk(clk),
        .reset(reset),
        .q(c)
    );
    dff_pos dff_posD(
        .d(dd),
        .clk(clk),
        .reset(reset),
        .q(d)
    );
    assign da = ~c_in & a | c_in & (a&~d | b&c&d);
    assign db = ~c_in & b | c_in & (b&~c | b&~d | ~b&c&d);
    assign dc = ~c_in & c | c_in & (c&~d | ~a&~c&d);
    assign dd = ~c_in & d | c_in & ~d;
    assign carry  = c_in & a&~b&~c&d;
    assign q [3:0] = {a, b, c, d};
endmodule
==> design/flow/run.sh <==
#!/bin/bash
# OpenROAD 26Q1-2900-gdf79404cd8, Yosys 0.63+post, stock flow scripts
make -C /OpenROAD-flow-scripts/flow DESIGN_CONFIG=/design/flow/config.mk WORK_HOME=/design/flow/orfs finish
==> design/flow/config.mk <==
export PLATFORM = sky130hd
export DESIGN_NAME = timer
export DESIGN_NICKNAME = timer
export VERILOG_FILES = /design/flow/design.v
export SDC_FILE = /design/flow/constraint.sdc
export NUM_CORES = 4
export LEC_CHECK = 1
export CORE_AREA = 10 10 70 70
export DIE_AREA = 0 0 80 80
==> design/flow/constraint.sdc <==
current_design timer

set clk_period 2.3
set clk_io_pct 0.2

create_clock -name clk0 -period $clk_period [get_ports {clk}]

set non_clock_inputs [all_inputs -no_clocks]
set_input_delay [expr $clk_period * $clk_io_pct] -clock clk0 $non_clock_inputs
set_output_delay [expr $clk_period * $clk_io_pct] -clock clk0 [all_outputs]
==> results.env <==
RSZ_0062_RAISED_AFTER_GLOBAL_ROUTING='no'
CTS_INSERTED_BUFFERS=3
PERIOD_USED_SHARE=0.736
SYNTH.CELL_AREA_SQ_UM=681
OUTCOME='finished clean'
PEAKVDDDROP_uV=388
NUMBER_OF_GLOBAL_ROUTE_VIAS_BEFORE_REPAIR=436
DRT_PRE_ANTENNA_ITERS=4
ANTENNA_CELLS_INSERTED=0
REGISTER_BIT_COUNT_REPORTED_BY_YOSYS=14
PRE_CTS_WS_NS=0.790
FINALNONFILLERCELLS=123
LAYOUT.CELL_AREA.NON_FILLER_SQ_UM=823
SETUP_TOTAL_NEGATIVE_SLACK_NS=0
GP_CONGESTION=0.663
SETUP.WORST_PATH.CLASS='flip-flop to output port'
TIMING.CRITICAL_PATH.FANOUT_MAX=7
CTS_HTREE_LEVELS=1
CTS_HOLD_REPAIR.BUFFERS=0
DRC=0
CLOCK_PATH_BUFFERS=2
DPL-INSTANCE-AREA_SQ_UM=787
MAX_CAP_VIOL_COUNT=0
WORSTHOLDPATHTYPE='flip-flop to flip-flop'
YOSYSUNIQUECELLTYPES=18
SYNTHESIS.AREA_PER_INSTANCE_SQ_UM=9.45
N_FILL_CELL=388
CRITICAL_PATH.SLOWEST_CELL='sky130_fd_sc_hd__clkdlybuf4s50_1'
LAY_TOP_COUNT='sky130_fd_sc_hd__clkdlybuf4s50_1'
PLACED_CELLS=119
FINAL.SETUP.WORST_SLACK_NS=0.607
SYNTH.YOSYS.SEQ_AREA_SHARE=0.412
CLOCK_TRANSITION_AT_THE_REGISTER_CLOCK_PINS_ON_THE_WORST_SETUP_AND_HOLD_PATHS_AFTER_CTS_NS=0.08
CHIP_AREA_IN_THE_YOSYS_REPORT_SQ_UM=681
MAXSLEWHEADROOM=0.853
LEAK_PWR_nW=0.306
CTS.REPAIR_TIMING.SETUP_BUFFER_COUNT=0
POSTSYNTHCELLCOUNT=72
MAX_CLOCK_FREQ_MHz=591
GRT.TOTAL_USAGE=0.0404
ANTENNA_VIOLATING_NETS_POST_ROUTE=0
FLOORPLANUTILIZATION=0.199
WL_PER_CELL_UM=10.2
ROOT_CELL_OF_THE_CLOCK_TREE='sky130_fd_sc_hd__clkbuf_4'
PORT_BUFFERS=15
CTS.SINKS=14
NUMBER_OF_BUFFER_AND_INVERTER_INSTANCES_ALONG_THE_WORST_SETUP_PATH=1
ENDPOINT_KIND='output port'
CORE_AREA_SQ_UM=3420
FINALHOLDVIOLATIONS=0
CLOCK_TREE_FROM_TRITONCTS='built'
ARRIVAL_NS=1.23
IO-PIN-COUNT=16
DIE_HEIGHT_UM=80
TIMING.FINAL.MAX_SLEW_VIOLATIONS=0
MAX_STAGE_DELAY_NS=0.53
POWER.TOTAL_uW=441
ROUTE.DETAILED.VIAS_PER_INST=3.66
REQUIRED_NS=1.84
DETAILEDPLACEMENTHPWL_UM=985
MAXIMUM_NUMBER_OF_PINS_ON_ONE_NET_BEFORE_GLOBAL_ROUTE_REPAIR=11
DETAILROUTE.VIA_COUNT=450
FINAL_LAYOUT_SIZE_SUFFIX_GT1_FRAC=0.117
ROUTED_WL_UM=1250
GLOBALROUTEOVERFLOWTOTAL=0
YOSYSCELLCOUNT=72
GRT_ANTENNA_BEFORE_REPAIR=0
CRITICAL_PATH.CELL_CHAIN='clkdlybuf4s50_1'
SLEW_OF_THE_PIN_WITH_THE_LOWEST_SLEW_MARGIN_NS=0.220
FIN_SKEW_NS=0.00605
CLOCK_LATENCY_NS=0.27
YS_WARN_COUNT=1
CHIP_WIDTH_UM=80
CHIP_AREA_SQ_UM=6400
FIRST_ITER_VIOLATIONS=17
AREA_GROWTH_SYN_TO_LAYOUT_PCT=21.0
FINAL_PERIOD_MINUS_WORST_SETUP_SLACK_NS=1.69
WORST_SETUP_PATH_START_KIND='flip-flop'
GRT_FIRST_PASS_WIRELENGTH_UM=2080
WARNINGS=25
CRITICAL-PATH-TOP-DELAY-FAMILY='buffers and inverters'
SETUP_VIOL=0
CTS.REPAIR.RESIZED=0
PWR_DENSITY_CELL_nW_PER_UM2=536
PLACEMENTROWS=21
FINAL_CELL_MIX='15 x sky130_fd_sc_hd__clkdlybuf4s50_1, 14 x sky130_fd_sc_hd__dfxtp_1, 12 x sky130_fd_sc_hd__nor2_1'
==> metal layers <==
layer / track usage / vias up / wire length (um)
met1: 0.0530 / 197 / 597
met5: 0 / - / 0
met3: 0.0250 / 2 / 158
li1: - / 236 / -
met4: 0.00352 / 0 / 11
met2: 0.0570 / 15 / 483
==> worst register-to-register path, cell delays in order (launching register included) <==
cell	delay (ns)
sky130_fd_sc_hd__dfxtp_1	0.43
sky130_fd_sc_hd__and4bb_4	0.30
sky130_fd_sc_hd__and4_2	0.22
sky130_fd_sc_hd__ha_1	0.20
sky130_fd_sc_hd__mux2i_1	0.21
sky130_fd_sc_hd__nor2_1	0.06
==> cell type report <==
| type | count | area (sq um) | area share |
|---|---|---|---|
| timing repair buffer | 16 | 158 | 0.191 |
| clock buffer | 4 | 36.3 | 0.0441 |
| tap | 46 | 57.6 | 0.0699 |
| sequential | 14 | 280 | 0.340 |
| multi-input combinational | 41 | 284 | 0.345 |
| inverter | 2 | 7.51 | 0.00912 |
==> stage by stage <==
step	utilization	hold slack [ns]
2_1_floorplan	-	0.454
3_3_place_gp	0.230	0.471
3_5_place_dp	0.230	0.489
4_1_cts	0.241	0.503
5_1_grt	0.241	0.553
6_report	0.241	0.502
==> worst paths after layout <==
kind	end	depth (start not counted)	from	slack, ns
setup / recovery	sec_units[0]	1	sec_unit.dff_posD.q	0.61
setup reg to reg	flip-flop	5	sec_unit.dff_posD.q	0.77
hold reg to reg	flip-flop	2	flip-flop	0.50
hold / removal	flip-flop	2	flip-flop	0.50
==> cell usage after synthesis, drive strengths merged <==
library cell | count | share of area
clkbuf | 1 | 0.0055
and4 | 1 | 0.015
mux2 | 1 | 0.022
inv | 2 | 0.011
dfxtp | 14 | 0.41
and4b | 2 | 0.029
a21oi | 4 | 0.029
nor3b | 2 | 0.022
mux2i | 4 | 0.059
ha | 3 | 0.055
and4bb | 1 | 0.024
nor2b | 4 | 0.037
buf | 14 | 0.15
nand2 | 3 | 0.017
xor2 | 1 | 0.013
nand3 | 3 | 0.029
nor2 | 12 | 0.066
==> where the power goes <==
part / internal (mW) / switching [mW] / leakage, nW
registers: 0.246 / 0.00521 / 0.113
clock network: 0.0961 / 0.0738 / 0.0210
logic: 0.0121 / 0.00792 / 0.172
==> cells by family (layout without fill, tap and decap cells) <==
| group | after synthesis | in the layout | share of synthesized area |
|---|---|---|---|
| flops | 14 | 14 | 0.412 |
| buf+inv | 17 | 22 | 0.171 |
| fa+ha+maj | 3 | 3 | 0.0552 |
| mux | 5 | 5 | 0.0809 |
| xor+xnor | 1 | 1 | 0.0129 |
| simple gates | 28 | 28 | 0.239 |
| compound gates | 4 | 4 | 0.0294 |
No activity file was given, so power comes from the tool's default toggle rates.
